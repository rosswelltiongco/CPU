==> flow/design.v <==
`timescale 1ns / 1ps
module top_level(clk, reset, anode7, anode6, anode5, anode4, anode3, anode2,anode1, anode0, display, sw );
	input clk, reset;
	output anode7, anode6, anode5, anode4, anode3, anode2,anode1, anode0;
	output [6:0] display;
   input [3:0] sw;
	wire pixel_clk_out;
	wire [2:0] seg_sel; 
	wire [3:0] Q;
	wire [3:0] disp7;
	wire [3:0] disp6;
	wire [3:0] disp5;
	wire [3:0] disp4;
	wire [3:0] disp3;
	wire [3:0] disp2;
	wire [3:0] disp1;
	wire [3:0] disp0;
	assign disp7 = 4'b1111;
	assign disp6 = 4'b1110;
	assign disp5 = 4'b1101;
	assign disp4 = 4'b1100;
	assign disp3 = 4'b1011;
	assign disp2 = 4'b1010;
	assign disp1 = 4'b1001;
	assign disp0 = sw;
	pixel_clk pixel(clk, reset, pixel_clk_out);
	pixel_controller pxl_ctrl(pixel_clk_out, reset, anode7,anode6,anode5,anode4,anode3,anode2,anode1,anode0, seg_sel);
	ad_mux ad(disp7,disp6,disp5,disp4,disp3,disp2,disp1,disp0, seg_sel, Q);
	hexto7segment hex(Q, display);
endmodule
`timescale 1ns / 1ps
module ad_mux(d7, d6, d5, d4, d3, d2, d1, d0, sel, Y);
	input [3:0] d7;
	input [3:0] d6;
	input [3:0] d5;
	input [3:0] d4;
	input [3:0] d3;
	input [3:0] d2;
	input [3:0] d1;
	input [3:0] d0;
	input [2:0] sel;
	output reg [3:0] Y;
	always @ (*) begin
		case(sel)
			3'b000 : Y = d0;
			3'b001 :	Y = d1;	
			3'b010 :	Y = d2;	
			3'b011 :	Y = d3;
			3'b100 :	Y = d4;
			3'b101 :	Y = d5;
			3'b110 :	Y = d6;
			3'b111 : Y = d7;
			default:	Y = 4'bxxxx; 
		endcase
	end
endmodule 
`timescale 1ns / 1ps
module hexto7segment(Q, disp);
	input [3:0] Q;
	output [6:0] disp;
	reg [6:0] disp;
	always @ (Q) begin
		casex ({Q[3], Q[2], Q[1], Q[0]})
			4'b0000 : disp = 7'b0000001;
			4'b0001 : disp = 7'b1001111;
			4'b0010 : disp = 7'b0010010;
			4'b0011 : disp = 7'b0000110;
			4'b0100 : disp = 7'b1001100;
			4'b0101 : disp = 7'b0100100;
			4'b0110 : disp = 7'b0100000;
			4'b0111 : disp = 7'b0001111;
			4'b1000 : disp = 7'b0000000;
			4'b1001 : disp = 7'b0001100;
			4'b1010 : disp = 7'b0001000;
			4'b1011 : disp = 7'b1100000;
			4'b1100 : disp = 7'b0110001;
			4'b1101 : disp = 7'b1000010;
			4'b1110 : disp = 7'b0110000;
			4'b1111 : disp = 7'b0111000;
			default : disp = 7'b1001001;
		endcase
	end
endmodule
`timescale 1ns / 1ps
module pixel_clk(clk_in, reset, clk_out);
	input clk_in, reset;
	output clk_out;
	reg clk_out;
	integer i = 32'b0;
	always @ (posedge clk_in or posedge reset) begin
		if( reset == 1'b1) begin
			clk_out = 0;
			i = 0;
		end
		else begin
			if(i > 104_166) begin
				clk_out = ~clk_out;
				i = 0;
			end
			else begin
				i = i + 1;
			end
		end
	end
endmodule
`timescale 1ns / 1ps
module pixel_controller(clk_480Hz, reset, a7, a6, a5, a4, a3, a2, a1, a0, seg_sel);
	input clk_480Hz, reset;
	output a7, a6, a5, a4, a3, a2, a1, a0;	
   reg a7, a6, a5, a4, a3, a2, a1, a0;	
	output [2:0] seg_sel;
   reg [2:0] seg_sel;
	reg [2:0] present_state;
	reg [2:0] next_state;
	always @(present_state)
		casex( present_state )
         3'b000 : next_state = 3'b001;
         3'b001 : next_state = 3'b010;
         3'b010 : next_state = 3'b011;
         3'b011 : next_state = 3'b100;
         3'b100 : next_state = 3'b101;
         3'b101 : next_state = 3'b110;
         3'b110 : next_state = 3'b111;
         3'b111 : next_state = 3'b000;
			default	: next_state = present_state;
		endcase
	always @(posedge clk_480Hz or posedge reset)
		if( reset == 1'b1)
			present_state = 3'b000;
		else
			present_state = next_state;
	always @( present_state)
		casex( present_state )
			3'b000  : {a7, a6, a5, a4, a3, a2, a1, a0, seg_sel} = 11'b11111110_000;
         3'b001  : {a7, a6, a5, a4, a3, a2, a1, a0, seg_sel} = 11'b11111101_001;
         3'b010  : {a7, a6, a5, a4, a3, a2, a1, a0, seg_sel} = 11'b11111011_010;
         3'b011  : {a7, a6, a5, a4, a3, a2, a1, a0, seg_sel} = 11'b11110111_011;
         3'b100  : {a7, a6, a5, a4, a3, a2, a1, a0, seg_sel} = 11'b11101111_100;
         3'b101  : {a7, a6, a5, a4, a3, a2, a1, a0, seg_sel} = 11'b11011111_101;
         3'b110  : {a7, a6, a5, a4, a3, a2, a1, a0, seg_sel} = 11'b10111111_110;
         3'b111  : {a7, a6, a5, a4, a3, a2, a1, a0, seg_sel} = 11'b01111111_111;
			default   : {a7, a6, a5, a4, a3, a2, a1, a0, seg_sel} = 11'b11111111_xxx;
		endcase
endmodule 
==> flow/run.sh <==
#!/bin/bash
# OpenROAD 26Q1-2900-gdf79404cd8, Yosys 0.63+post, stock flow scripts
make -C /OpenROAD-flow-scripts/flow DESIGN_CONFIG=/design/flow/config.mk WORK_HOME=/design/flow/orfs finish
==> flow/config.mk <==
export PLATFORM = sky130hd
export DESIGN_NAME = top_level
export DESIGN_NICKNAME = top_level
export VERILOG_FILES = /design/flow/design.v
export SDC_FILE = /design/flow/constraint.sdc
export NUM_CORES = 4
export LEC_CHECK = 1
export CORE_UTILIZATION = 40
==> flow/constraint.sdc <==
current_design top_level

set clk_period 3.7
set clk_io_pct 0.2

create_clock -name clk0 -period $clk_period [get_ports {clk}]

set non_clock_inputs [all_inputs -no_clocks]
set_input_delay [expr $clk_period * $clk_io_pct] -clock clk0 $non_clock_inputs
set_output_delay [expr $clk_period * $clk_io_pct] -clock clk0 [all_outputs]
==> reports/metrics.sh <==
STATUS='finished clean'
TNS_NS=0
FINALWIRELENGTH_UM=4000
MAX_TRANSITION_VIOLS_FINAL=0
SYNTH_LARGEST_TYPE_AREA_FRACTION=0.406
SYNTHDISTINCTLIBCELLS=39
PERIOD_USED_SHARE=0.940
DIEHEIGHT_UM=76.5
STARTPOINT_TYPE='primary input'
ENABLE_FLOP_CELLS=0
CRIT_CHAIN='clkdlybuf4s50_1 -> a311o_1 -> ha_1 -> nor2_1 -> a21oi_1 -> o221a_2 -> clkdlybuf4s50_1'
SYNTHESIS_WARNINGS=4
GRT.OVERFLOW.TOTAL=0
FINALSETUPVIOLCOUNT=0
ASYNC_RESET_FF_FRAC=1.00
WORSTMARGINPINSLEW_NS=0.637
DRCVIOLATIONCOUNT=0
UNCLOCKED_REGS=3
SEQ_AREA_FRAC_SYNTH=0.406
PATH_CLK_SLEW_NS=0.06
CRITICAL_PATH.STARTPOINT='sw[1]'
PIN_COUNT_OF_THE_BIGGEST_NET_ENTERING_GLOBAL_ROUTING=37
POWER.IR.VDD_WORST_mV=0.297
AREA_OF_THE_DIE_UM2=5840
YOSYS-STAT-CELLS=243
OPENROAD.WARNINGS=34
GP_CONGESTION=0.808
SLEW_HEADROOM=0.573
CTS-ROOT-TO-SINK-BUFFERS=2
WORSTHOLDPATHTYPE='register to register'
DP_HPWL_UM=2720
SKEW_NS=0.00393
CTS_RESIZED=0
CTS_MAX_LEVEL=2
PERIOD_MINUS_SLACK_NS=3.48
GRT_SETUP_UNREPAIRED='no'
MOST_FREQUENT_CELLS_AFTER_SYNTHESIS='nor2_1, dfrtp_1, nand2_1'
HOLD-WORST-SLACK_NS=0.482
FIRST_GLOBAL_VIAS=1533
FLOORPLAN.INITIALDENSITY=0.423
POWER.LEAKAGE_nW=1.19
R2R_START='pixel.i[14]'
UNCONSTRAINED_ENDPOINTS=11
ROOT_BUFFER='clkbuf_8'
ROWS=26
WORST-ENDPOINT-REQUIRED_NS=2.96
CLKLATENCYLATEPIN_NS=0.28
TIMING.FMAX_GHz=0.288
PATH_MAX_FANOUT=6
ANTENNA_DIODES=0
YOSYS.STAT.CHIPAREA_UM2=2220
NETLIST.TOP_CELL.BY_INSTANCES='nor2_1'
WORSTPATHARRIVAL_NS=2.74
SYNTHTOLAYOUTAREAGROWTH_PCT=15.9
WORST_STAGE_DELAY_ON_THE_CRITICAL_PATH_NS=0.40
POST_CTS_HOLD_BUFFER_COUNT=0
CRITICAL-PATH-TOP-CELL-BY-COUNT='clkdlybuf4s50_1'
GRT.TOTAL_USAGE=0.148
SYNTH_TOP_CELL_BY_AREA='dfrtp_1'
PLACEMENT.IO_BUFFERS=20
SYNTH.AREA.TOP_CELLS='dfrtp_1, xor2_1, ha_1, nor2_1, nand2_1'
FINAL_HOLD_VIO_COUNT=0
POSTSYNTHREGISTERBITS=36
DOMINANT_REGISTER_CELL='dfrtp_1'
ANT_NETS=0
POST_SYNTH_INST_COUNT=243
NUM-FILL-CELLS=495
SYN_AREA_UM2=2220
SYN_AVG_CELL_AREA_UM2=9.12
WL_PER_CELL_UM=11.9
CORE_AREA_UM2=5240
TRITONCTS='built'
GLOBAL_ROUTE_WIRE_LENGTH_BEFORE_REPAIR_UM=7020
CRIT_PATH_CATEGORY='primary input to output pin'
DRTITER0DRC=52
POST_ROUTE_CELLS_DRIVE_ABOVE_1_SHARE=0.0674
ROUTED-VIA-COUNT=1700
CELLPOWERDENSITY_nW_PER_UM2=275
DIE-WIDTH_UM=76.5
GRT_ANTENNA_BEFORE_REPAIR=0
CP_SLOWEST_CELL='clkdlybuf4s50_1'
FIRST_PASS_ITERS=4
AVGVIACOUNTPERCELL=5.04
CAP_VIOL_MAX_COUNT=0
TIMING.CRITICAL_PATH.TO_TYPE='output pin'
HOLD_START='pixel.i[0]'
CTS_SETUP_BUFFERS=0
IO_PINS=21
CTS_MADE_BUFFERS=5
-- cells by family after synthesis --
logic type,count (synthesis),synth area share
AND-OR/OR-AND,28,0.0869
XOR/XNOR,30,0.119
adder cells (fa/ha/maj),12,0.0677
buffers and inverters,18,0.0457
flip-flops,36,0.406
multiplexers,1,0.00451
AND/OR/NAND/NOR,118,0.270
-- per-layer routing --
layer  part of all wire  track usage  vias up
li1                   -            -      892
met1               0.51        0.227      776
met2               0.44        0.236       27
met3              0.032       0.0219        5
met4              0.014       0.0192        0
met5                  0            0        -
-- worst max-delay path: cells and delay by family --
family	cells	cell delay (ns)
AND-OR/OR-AND	3	0.69
adder cells (fa/ha/maj)	1	0.36
buffers and inverters	2	0.79
AND/OR/NAND/NOR	1	0.16
-- where the power goes --
part	switching, mW	leakage (nW)	total, mW	internal, mW
clock	0.125	0.0542	0.293	0.168
combinational	0.0248	0.644	0.0532	0.0284
sequential	0	0.494	0.361	0.361
total	0.149	1.19	0.707	0.557
-- final cells by class --
| cell class | count | area (µm²) | area share |
|---|---|---|---|
| flip-flops and latches | 36 | 901 | 0.351 |
| clock buffers | 7 | 96.3 | 0.0375 |
| repair buffers | 23 | 223 | 0.0867 |
| well taps | 70 | 87.6 | 0.0341 |
| clock inverters | 1 | 5.00 | 0.00195 |
| inverters | 11 | 41.3 | 0.0161 |
| multi-input cells | 189 | 1210 | 0.473 |
-- layout by cell type (no fill, tap or decap), drive strengths merged, types with 3 or more instances in the layout --
| master | synthesis | routed |
|---|---|---|
| a21o | 3 | 3 |
| a21oi | 9 | 9 |
| nand2b | 4 | 4 |
| nor2 | 39 | 39 |
| nor3 | 5 | 5 |
| inv | 11 | 11 |
| xnor2 | 8 | 8 |
| dfrtp | 36 | 36 |
| o22ai | 3 | 3 |
| buf | 5 | 3 |
| or4 | 3 | 3 |
| nand3 | 17 | 17 |
| nor4 | 6 | 6 |
| xor2 | 22 | 22 |
| nand2 | 23 | 23 |
| ha | 12 | 12 |
| nand4 | 11 | 11 |
| and3 | 5 | 5 |
| clkbuf | 2 | 7 |
| clkdlybuf4s50 | 0 | 20 |
-- state kept, by name, indices dropped and copies added (netlist names) --
| signal | cells |
|---|---|
| pxl_ctrl.present_state | 3 |
| pixel.clk_out | 1 |
| pixel.i | 32 |
-- path summary, 6_finish.rpt --
kind	end	slack, ns	cells after the start
worst max-delay path	display[3]	0.22	7
worst min-delay path	pixel.i[0]	0.48	1
worst max register to register	pixel.clk_out	1.51	5
worst min register to register	pixel.i[0]	0.48	1
max in group asynchronous	pixel.i[2]	2.53	3
min in group asynchronous	pixel.clk_out	0.86	3
-- per-stage QoR --
stage / worst slack (ns) / total power, mW / utilization / cells / instance area (µm²)
2_1_floorplan: 0.877 / 0.396 / - / 243 / 2220
3_3_place_gp: 0.255 / 0.421 / 0.471 / 329 / 2470
3_5_place_dp: 0.230 / 0.422 / 0.471 / 329 / 2470
4_1_cts: 0.220 / 0.720 / 0.490 / 337 / 2570
5_1_grt: 0.0757 / 0.737 / 0.490 / 337 / 2570
6_report: 0.223 / 0.707 / 0.490 / 337 / 2570
Power is estimated from default activity; no workload was simulated.
